--- flow/design.v ---
`timescale 1ns / 1ps
module camb_fecha(
    input wire clk,
    input wire enable,
    input wire [7:0] dir_in,
    output wire [7:0] dir_out,
    output wire camb_fecha,
    output wire WR,
    output wire RD,
    output wire ready, 
    input wire reset
    );
  reg [8:0] clkr=9'b000000000;
  reg [2:0] next, state;
  reg  [7:0] dir_out_reg=0;
  reg RD_reg=0, WR_reg=0, ready_reg=0, camb_fecha_reg=0;
      always @(posedge enable)begin
          RD_reg<=0;
          WR_reg<=0;
          ready_reg=0;
          state=0;
          clkr=0;
          camb_fecha_reg=1;
          next<=3'b000;end 
    always @(posedge clk)
    if(!enable)begin
        camb_fecha_reg=0;
        ready_reg=0;
        RD_reg=0;
        WR_reg=0;
    end
            else if (enable)
             begin
                 case (state)
                     3'b000: begin
                             if (dir_in==10 || dir_in==8 || dir_in==9) dir_out_reg=dir_in;
                             else dir_out_reg=8;
                            next=3'b001; end
                     3'b001: begin
                            next=3'b010;end
                     3'b010: begin
                            if (RD_reg==0)begin
                              next=3'b011;end 
                            end 
                     3'b011: begin
                            if (WR_reg==0)begin
                               next=3'b100;
                               ready_reg=1;                            
                               end 
                            end 
                     3'b100: begin
                              ready_reg=1;
                            end
                 endcase
             end
           always @(posedge clk or posedge reset)
                 if(reset==1) state=0;
                 else state=next;
    always @(posedge clk)begin
    if (enable & !reset)begin
    if (state==2)
    begin
        clkr = clkr+1;
        RD_reg=1;
        if (clkr==9'b100000001)begin
        RD_reg=0;
        WR_reg=1;
        clkr=0;end
    end 
    else if(state==3)
    begin
        clkr = clkr+1;
        WR_reg=1;
        if (clkr==9'b100000000)begin
        WR_reg=0;
        clkr=0;end
    end end
    end
assign RD=RD_reg;
assign WR=WR_reg;
assign ready=ready_reg;
assign dir_out=dir_out_reg;
assign camb_fecha=camb_fecha_reg;    
endmodule
--- flow/config.mk ---
export PLATFORM = sky130hd
export DESIGN_NAME = camb_fecha
export DESIGN_NICKNAME = camb_fecha
export VERILOG_FILES = /design/flow/design.v
export SDC_FILE = /design/flow/constraint.sdc
export NUM_CORES = 4
export LEC_CHECK = 1
export CORE_AREA = 10 10 70 70
export DIE_AREA = 0 0 80 80
--- flow/run.sh ---
#!/bin/bash
# OpenROAD 26Q1-2900-gdf79404cd8, Yosys 0.63+post, stock flow scripts
make -C /OpenROAD-flow-scripts/flow DESIGN_CONFIG=/design/flow/config.mk WORK_HOME=/design/flow/orfs finish
--- flow/constraint.sdc ---
current_design camb_fecha

set clk_period 2.5
set clk_io_pct 0.2

create_clock -name clk0 -period $clk_period [get_ports {clk}]
create_clock -name clk1 -period $clk_period [get_ports {enable}]

set non_clock_inputs [all_inputs -no_clocks]
set_input_delay [expr $clk_period * $clk_io_pct] -clock clk0 $non_clock_inputs
set_output_delay [expr $clk_period * $clk_io_pct] -clock clk0 [all_outputs]
==> run_results.csv <==
group,metric,value,unit
synthesis,top_cells_by_area,"edfxtp_1, buf_4, nor4b_2, nor4_2, or4_4",
synthesis,top_area_cell,"edfxtp_1",
synthesis,ys_warn_count,30,
routing,wirelength,724,um
synthesis,syn_area_per_cell,17.19,um^2
routing,antennaDiodeCount,0,
placement,gp_congestion,0.6383,
clock_tree,cts_tree,"built",
final_layout,drive_above_1_share,20.00,%
timing,fin_setup_tns,0,ns
power,p_leak,0.2123,nW
final_layout,largest_register_ffs,8,
clock_tree,cts_setup_buffers,0,
placement,port_buffers,16,
routing,drc,0,
synthesis,ys_cells,19,
final_layout,ff_latch_area,240.2,um^2
synthesis,synthXorXnorAreaFrac,0,%
clock_tree,clk_transition_reported_paths,0.05,ns
synthesis,ys_seq_share,73.56,%
timing,hold_viol,0,
floorplanning,fp.dieW,80,um
global_routing,top_usage_layer,"met3",
routing,wl_per_cell,7.956,um
synthesis,ys_sh_mux,0,%
routing,via_per_inst,2.407,
routing,vias,219,
synthesis,common_cells,"edfxtp_1, buf_4, conb_1",
placement,dp_hpwl,589,um
final_layout,area_growth,80.46,%
setup_path,cp-end-kind,"flop",
setup_path,critPathRequiredTime,2.58,ns
power,peakVddDrop,325.5,uV
routing,postRouteAntennaNets,0,
global_routing,grt_pass1_vias,249,
global_routing,met1_usage,1.579,%
synthesis,async_reset_ff_share,0,%
synthesis,synth-simple-area-share,13.79,%
final_layout,num-fill-cells,378,
floorplanning,rows,21,
synthesis,topCombFamilyByArea,"simple AND/OR/NAND/NOR gates",
global_routing,grt_antenna_before_repair,0,
floorplanning,die_area,6400,um^2
power,power_density,1030,nW/um^2
synthesis,top_cell_area_share,73.56,%
global_routing,globalRouteTotalUtil,2.458,%
synthesis,netlist_area,326.6,um^2
setup_path,worstSetupPathType,"primary input to flop",
timing,rsz0062_at_grt,"false",
global_routing,met3_usage,5.682,%
job,cap_violations,0,
global_routing,grt_max_degree,5,
setup_path,cp.arrival,1.69,ns
routing,detail_route.iter0.violations,3,
global_routing,grt_overflow,0,
synthesis,ys_sh_aoi,0,%
floorplanning,fp-utilization,9.560,%
setup_path,cp_max_fo,2,
synthesis,yosysMostFrequentCell,"edfxtp_1",
synthesis,syn_inst,19,
synthesis,yosys_most_used_dff,"edfxtp_1",
synthesis,edf_count,8,
status,status,"finished, final reports clean",
synthesis,adder_share,0,%
synthesis,synth-seq-cells,8,
placement,place_area,544.3,um^2
floorplanning,pin_count,23,
timing,drv_slew,0,
synthesis,ys_area,326.6,um^2
floorplanning,coreArea,3416,um^2
clock_tree,ctsResizeCount,0,
global_routing,grt_pass1_wl,1.000,mm
timing,finalSetupViolCount,0,
final_layout,design_area,589.3,um^2
clock_tree,cts_hold_buf,0,
job,tool_warnings,27,
routing,drtPass1Iterations,2,
global_routing,globalRouteMet2Util,2.167,%
floorplanning,die_height,80,um
min_path,min_path_type,"clock port to flop",
setup_path,start_kind,"primary input",
synthesis,synthDistinctLibCells,8,
final_layout,logic_area,82.58,um^2
report_power, final:
group / total [W] / switching [W] / leakage (nW) / internal, W
sequential: 0.000263 / 0.0000143 / 0.0777 / 0.000249
clock: 0.000209 / 0.0000987 / 0.0276 / 0.000110
combinational: 0.000135 / 0.0000175 / 0.107 / 0.000117
worst max-delay path: stages:
cell	delay, ns
clkdlybuf4s50_1	0.39
or4_4	0.54
nor4b_2	0.25
cell usage in the layout, fill, tap and decap left out:
cell type        instances
clkdlybuf4s50_1         16
conb_1                  10
edfxtp_1                 8
clkbuf_4                 6
or4_4                    1
nand2b_1                 1
nor4b_2                  1
inv_1                    1
nor4_2                   1
cells by family (layout without fill, tap and decap cells):
| logic type | after synthesis | count (layout) |
|---|---|---|
| buffers and inverters | 5 | 23 |
| DFF | 8 | 8 |
| other | 2 | 10 |
| and+or+nand+nor | 4 | 4 |
through the flow:
step           total power (W)  utilization, %  setup slack [ns]  hold slack, ns  std cells
2_1_floorplan        0.0002615               -             1.022          0.1125         27
3_3_place_gp         0.0004103           15.93            0.6381          0.1125         85
3_5_place_dp         0.0004117           15.93            0.6258          0.1125         85
4_1_cts              0.0006301           17.25            0.8972          0.1421         91
5_1_grt              0.0006633           17.25            0.8582          0.1389         91
6_report             0.0006071           17.25            0.8990          0.1397         91
final timing paths:
kind / slack (ns) / depth (start not counted) / from / end
setup / recovery: 0.90 / 3 / dir_in[5] / dir_out_reg[1]
hold / removal: 0.14 / 2 / enable / dir_out_reg[7]
layout make-up:
| class | count | share of cell area (%) |
|---|---|---|
| repair buffers | 16 | 27.18 |
| flip-flops and latches | 8 | 40.76 |
| inverters | 1 | 0.6369 |
| clock buffers | 6 | 7.643 |
| well taps | 46 | 9.766 |
| multi-input cells | 14 | 14.01 |
metal layers:
| metal | up-vias | share of wire, % | wire length, um |
|---|---|---|---|
| li1 | 107 | - | - |
| met1 | 87 | 31 | 223 |
| met2 | 25 | 32 | 234 |
| met3 | 0 | 37 | 266 |
| met4 | 0 | 0 | 0 |
| met5 | - | 0 | 0 |
Power and IR drop assume default switching activity.
