--- design.v ---
`timescale 1ns / 1ps
module MaquinaEscritura(
    input wire Inicio,Reset,Crono,Escribir,
    input wire clk,Per_read,
    input wire RW,
    input wire push_arriba,push_abajo,push_izquierda,push_derecha,
    input wire [7:0]segundos,minutos,horas,date,num_semana,mes,ano,dia_sem,
    output reg [7:0] address,
    output reg reset2,
    output reg [7:0] minutosSal, segundosSal,horasSal,dateSal,
    output reg [7:0]data_mod
    );
reg [32:0]contador=0;
reg[3:0]c_dir=0;
localparam [3:0] s0 = 4'h1, 
                 s1 = 4'h2,  
                 s2 = 4'h3,  
                 s3 = 4'h4,  
                 s4 = 4'h5,  
                 s5 = 4'h6,  
                 s6 = 4'h7,  
                 s7 = 4'h8,  
                 s8 = 4'h9,  
                 sY = 4'h1;  
reg [3:0] s_next=s1;reg [3:0] s_actual;
reg push_ar, push_ab, push_i, push_d;  
reg push_ar1, push_ab1, push_i1, push_d1;  
reg ar,ab,iz,de; 
reg escribir3;reg escribir4; reg es;
always @ (posedge clk) begin
if (!Reset) begin
push_ar<=push_arriba;
push_ar1<=push_ar;
escribir3<=Escribir;
escribir4<=escribir3;
push_ab<=push_abajo;
push_ab1<=push_ab;
push_d<=push_derecha;
push_d1<=push_d;
push_i<=push_izquierda;
push_i1<=push_i;
end
if (push_ar && !push_ar1) begin
ar<=1;end
else if (push_ab && !push_ab1) begin
ab<=1;end
else if (push_d && !push_d1) begin
de<=1;end
else if (push_i && !push_i1) begin
iz<=1;end
else if(escribir3 && !escribir4)begin
es<=1;end
else begin
es<=0;
ar<=0;
ab<=0;
iz<=0;
de<=0;
end
end
always @(posedge clk,posedge Reset)begin 
    if(Reset)begin
        s_actual <=s0;
    end
    else
        s_actual <=s_next;
end
reg suma;reg resta;reg[4:0] registro; 
reg [7:0]segundosReg;reg [7:0]minutosReg;reg[7:0]horasReg;reg [7:0]dateReg;
reg[7:0]minutosReg1,segundosReg1,horasReg1,dateReg1;
always@(posedge clk)
   begin
   if(RW)begin
   minutosReg1<=minutos;
   segundosReg1<=segundos;
   horasReg1<=horas;
   dateReg1<=date;
   end
   minutosReg1<=minutosReg1;
   horasReg1<=horasReg1;
   segundosReg1<=segundosReg1;
   dateReg1<=dateReg1;
   end
always @(posedge clk) begin
if(suma && !resta) begin
if(registro==0)begin
   segundosReg1<=segundosReg1;
   minutosReg1<=minutosReg1;
   horasReg1<=horasReg1;
   dateReg1<=dateReg1;
end
else if (registro==5'd1)begin
segundosReg1<=segundosReg1 + 1;
end
else if (registro==5'd2)begin
minutosReg1<=minutosReg1 + 1;
end
 else if(registro==5'd3)begin
horasReg1<=horasReg1+1;
end
 else if(registro==5'd4)begin
 dateReg1<=dateReg1+1;
 end
else begin
minutosReg1<=minutosReg1;
segundosReg1<=segundosReg1;
horasReg1<=horasReg1;
dateReg1<=dateReg1;
end
end
else if(!suma && resta) begin
if(registro==5'd0)begin
    segundosReg1<=segundosReg1;
    minutosReg1<=minutosReg1;
    horasReg1<=horasReg1;
    dateReg1<=dateReg1;
end
else if (registro==5'd1)begin
segundosReg1<=segundosReg1 - 8'd1;
end
 else if (registro==5'd2)begin
minutosReg1<=minutosReg1 - 8'd1;
end
 else if(registro==5'd3)begin
horasReg1<=horasReg1-8'd1;
end
else if(registro ==5'h4)begin
dateReg1<=dateReg1-8'd1;
end
else begin
minutosReg1<=minutosReg1;
segundosReg1<=segundosReg1;
horasReg1<=horasReg1;
dateReg1<=dateReg1;
end
end
else begin
minutosReg1<=minutosReg1;
segundosReg1<=segundosReg1;
horasReg1<=horasReg1;
dateReg1<=dateReg1;
end
end
reg [11:0] contador2=0;
reg activa=0;
always @(posedge clk)
begin
if(!Inicio && !Reset)
begin
    contador2<=contador2 +1'b1;
    activa<=0;
end
if(contador2==12'h04a)
begin
    activa<=1;
end
end
always @ (posedge clk)  begin
s_next=s_actual;  
minutosReg1<=minutosReg1;
segundosReg1<=segundosReg1;
horasReg1<=horasReg1;
dateReg1<=dateReg1;
case (s_actual)
    s1: begin  
        if(!Reset && Escribir && !ar && !ab && !iz && !de)begin
            reset2<=1'b0;
            registro<=5'd0;
            address<=8'h21;
            suma<=0;
            resta<=0;
            s_next<=s1;
            end
        if((ar) && !Reset && Escribir)begin
            reset2<=1'b0;
            registro<=5'd1;
            address<=8'h21;
            suma<=1;
            resta<=0;
             s_next<=s1;
             end
         if((ab) && !Reset && Escribir)begin
            reset2<=1'b0;
             registro<=5'd1;
             address<=8'h21;
             resta<=1;
             suma<=0;
             s_next<=s1;
             end
             if( (iz) && !Reset && Escribir)begin
                 reset2<=1'b0;
                 registro<=5'd0;
                 address<=8'h22;
                 suma<=0;
                 resta<=0;
                  s_next<=s2;
                  end
              if((de) && !Reset && Escribir)
                  begin
                  reset2<=1'b0;
                  registro<=5'd0;
                  address<=8'h21;
                  suma<=0;
                  resta<=0;
                  s_next<=s1;
                  end
                  if(Reset)  
                      begin
                      reset2<=1'b0;
                      registro<=5'd0;
                      address<=8'h21;
                      suma<=0;
                      resta<=0;
                      s_next<=s1;
                       end
        end
    s2: begin  
    if(!Reset && Escribir && !ar && !ab && !iz && !de)
        begin
        reset2<=1'b0;
        registro<=5'd0;
        address<=8'h22;
        suma<=0;
        resta<=0;
        s_next<=s_actual;
        end
    if( (ar) && !Reset && Escribir)
        begin
        reset2<=1'b0;
        registro<=5'd2;
        address<=8'h22;
        suma<=1;
        resta<=0;
         s_next<=s_actual;
         end
     if((ab) && !Reset && Escribir)
         begin
         reset2<=1'b0;
         registro<=5'd2;
         address<=8'h22;
         suma<=0;
         resta<=1;
         s_next<=s_actual;
         end
         if( (iz) && !Reset && Escribir)
             begin
             reset2<=1'b0;
             registro<=5'd0;
             address<=8'h23;
             suma<=0;
             resta<=0;
              s_next<=s3;
              end
          if((de) && !Reset && Escribir)
              begin
              reset2<=1'b0;
              registro<=5'd0;
              address<=8'h21;
              suma<=0;
              resta<=0;
              s_next<=s1;
              end
              if( Reset)  
                  begin
                  reset2<=1'b0;
                  registro<=5'd0;
                  address<=8'h21;
                  suma<=0;
                  resta<=0;
                  s_next<=s1;
                  end
     end
    s3: begin  
         if(!Reset && Escribir && !ar && !ab && !iz && !de)
             begin
             reset2<=1'b0;
             registro<=5'd0;
             address<=8'h23;
             suma<=0;
             resta<=0;
             s_next<=s_actual;
             end
         if( (ar) && !Reset && Escribir)
             begin
             reset2<=1'b0;
             registro<=5'd3;
             address<=8'h23;
             suma<=1;
             resta<=0;
              s_next<=s_actual;
              end
          if((ab) && !Reset && Escribir)
              begin
              reset2<=1'b0;
              registro<=5'd3;
              address<=8'h23;
              suma<=0;
              resta<=1;
              s_next<=s_actual;
              end
              if( (iz) && !Reset && Escribir)
                  begin
                  reset2<=1'b0;
                  registro<=5'd0;
                  address<=8'h24;
                  suma<=0;
                  resta<=0;
                   s_next=s4;
                   end
               if((de) && !Reset && Escribir)
                   begin
                   reset2<=1'b0;
                   registro<=5'd0;
                   address<=8'h22;
                   suma<=0;
                   resta<=0;
                   s_next<=s2;
                   end
                   if( Reset)  
                       begin
                       reset2<=1'b0;
                       registro<=5'd0;
                       address<=8'h21;
                       suma<=0;
                       resta<=0;
                       s_next<=s1;
                       end
          end 
     s4: begin  
                   if(!Reset && Escribir && !ar && !ab && !iz && !de)
                       begin
                       reset2<=1'b0;
                       registro<=5'd0;
                       address<=8'h24;
                       suma<=0;
                       resta<=0;
                       s_next<=s_actual;
                       end
                   if( (ar) && !Reset && Escribir)
                       begin
                       reset2<=1'b0;
                       registro<=5'h4;
                       address<=8'h24;
                       suma<=1;
                       resta<=0;
                        s_next<=s_actual;
                        end
                    if((ab) && !Reset && Escribir)
                        begin
                        reset2<=1'b0;
                        registro<=5'h4;
                        address<=8'h24;
                        suma<=0;
                        resta<=1;
                        s_next<=s_actual;
                        end
                        if( (iz) && !Reset && Escribir)
                            begin
                            reset2<=1'b0;
                            registro<=5'd0;
                            address<=8'h24;
                            suma<=0;
                            resta<=0;
                             s_next=s4;
                             end
                         if((de) && !Reset && Escribir)
                             begin
                             reset2<=1'b0;
                             registro<=5'd0;
                             address<=8'h23;
                             suma<=0;
                             resta<=0;
                             s_next<=s3;
                             end
                             if( Reset)  
                                 begin
                                 reset2<=1'b0;
                                 registro<=5'd0;
                                 address<=8'h21;
                                 suma<=0;
                                 resta<=0;
                                 s_next<=s1;
                                 end
                    end 
endcase
end
always@*
begin
minutosSal=minutosReg1;
segundosSal=segundosReg1;
horasSal=horasReg1;
dateSal=dateReg1;
end
always@*
begin
  if(address==8'h21)begin
    data_mod<=segundosReg1;
    end
  else if(address==8'h22)begin
    data_mod<=minutosReg1;
    end
  else if(address==8'h23)begin
    data_mod<=horasReg1;
    end
  else if(address==8'h24)begin
    data_mod<=dateReg1;
    end
end
endmodule
--- run.sh ---
#!/bin/bash
# OpenROAD 26Q1-2900-gdf79404cd8, Yosys 0.63+post, stock flow scripts
make -C /OpenROAD-flow-scripts/flow DESIGN_CONFIG=/design/flow/config.mk WORK_HOME=/design/flow/orfs finish
--- config.mk ---
export PLATFORM = sky130hd
export DESIGN_NAME = MaquinaEscritura
export DESIGN_NICKNAME = MaquinaEscritura
export VERILOG_FILES = /design/flow/design.v
export SDC_FILE = /design/flow/constraint.sdc
export NUM_CORES = 4
export LEC_CHECK = 1
export CORE_AREA = 10 10 99 99
export DIE_AREA = 0 0 109 109
--- constraint.sdc ---
current_design MaquinaEscritura

set clk_period 2.1
set clk_io_pct 0.2

create_clock -name clk0 -period $clk_period [get_ports {clk}]

set non_clock_inputs [all_inputs -no_clocks]
set_input_delay [expr $clk_period * $clk_io_pct] -clock clk0 $non_clock_inputs
set_output_delay [expr $clk_period * $clk_io_pct] -clock clk0 [all_outputs]
==> flow_summary_export.csv <==
group,metric,value,unit
route,vias_per_cell,3.11,
yosys,ys_sh_mux,0,%
power_and_ir_drop,p_int,677,uW
global_route,grt_pass1_wl,3600,um
clock_network,cts_tree,"built",
finish,stdcell_area,1440,um2
run_status,status,"finished, final reports clean",
clock_network,htree_levels,1,
route,wl_per_cell,9.70,um
timing,skew,0.00471,ns
clock_network,cts-root-buf,"clkbuf_8",
power_and_ir_drop,pwr-share-comb,7.2,%
flow_run,openroad.warnings,93,
yosys,synth_cell_type_count,38,
route,antenna_left,0,
floorplanning,core-area,7730,um2
min_path,whs_path_depth,0,
clock_network,cts_resized,0,
timing,rsz0062_at_grt,"false",
clock_network,cts.sinks,23,
flow_run,cap_violations,0,
clock_network,ctsLongestPathBuffers,2,
placement,hpwl,1760,um
setup_path,r2r-end,"address[0]",
timing,drv_slew,0,
yosys,ys_ff,23,
timing,setup_violations,0,
power_and_ir_drop,power.leakage,0.585,nW
global_route,antenna_found_initial,0,
yosys,synth_seq_share,47.0,%
placement,dpl_cell_area,1390,um2
yosys,synth_area,1340,um2
floorplanning,dieWidth,109,um
power_and_ir_drop,switching_share,22.0,%
route,drc,0,
setup_path,critical_path_arrival,1.72,ns
timing,setup_tns,0,ns
finish,drive_gt1_share,11.1,%
yosys,enable_flop_cells,15,
route,wl,2300,um
yosys,ys_sh_simple,10.8,%
global_route,grt-ovfl-total,0,
timing,fmax,589,MHz
global_route,grt_pass1_vias,773,
min_path,holdPathEnd,"s_actual[0]",
clock_network,clk_pin_slew_worst_paths,0.08,ns
placement,portBuffers,9,
floorplanning,chipArea,11900,um2
power_and_ir_drop,power_density,602,nW/um2
setup_path,r2r_slack,0.50,ns
yosys,synthArstFlopShare,17.4,%
setup_path,worstSetupPathType,"in2reg",
setup_path,worstSetupEndpointType,"flop",
clock_network,cts_setup_buffers,0,
floorplanning,die_h,109,um
yosys,synthXorXnorAreaFrac,0.652,%
floorplanning,rows,32,
power_and_ir_drop,switchingPower,191,uW
finish,top_regs,"s_actual x4, s_next x4, address x3",
route,num_vias,738,
setup_path,path_max_fanout,6,
timing,setup_slack,0.402,ns
placement,place_ws,0.145,ns
yosys,yosys_cells,123,
power_and_ir_drop,ir_drop,147,uV
clock_network,numCtsBuffers,3,
min_path,hold_start,"s_next[0]",
yosys,yosysWarnings,65,
power_and_ir_drop,pwr-share-clk,32.2,%
yosys,syn-instance-count,123,
yosys,synthTopLogicFamily,"buffers and inverters",
timing,finalHoldViolations,0,
yosys,ff_type,"edfxtp_1",
setup_path,required,2.12,ns
clock_network,clk_latency,0.27,ns
global_route,grt_usage,3.71,%
route,dr.pass1.iters,4,
yosys,syn_avg_cell_area,10.9,um2
yosys,synthAoiAreaFrac,11.7,%
finish,fill_cells,831,
route,antenna_cells,0,
setup_path,reg2regPathDepth,3,
timing,period_used_share,80.9,%
finish,area_delta_synth_final,7.36,%
yosys,yosys.stat.chipArea,1340,um2
setup_path,timing.rr.start,"s_actual[0]",
placement,place_congestion,0.801,
min_path,hp-class,"reg2reg",
clock_network,holdBufCountCts,0,
timing,fin_crit,1.70,ns
setup_path,critPathLaunchType,"primary input",
yosys,synthAdderAreaFrac,0,%
floorplanning,io_pins,124,
route,first_iter_violations,22,
floorplanning,fp_util,17.4,%
power_and_ir_drop,seqPwrFrac,60.7,%
global_route,grt_max_degree,16,
synthesized netlist by cell type, types with 2 or more instances:
library cell / instances / area, um2
buf_4: 46 / 345
edfxtp_1: 15 / 450
inv_1: 6 / 22.5
nand2b_1: 5 / 31.3
dfxtp_1: 4 / 80.1
a21oi_1: 3 / 15.0
dfrtp_1: 3 / 75.1
nor2_1: 3 / 11.3
nor3_1: 3 / 15.0
a21o_1: 2 / 15.0
conb_1: 2 / 7.51
nand2_1: 2 / 7.51
nand3b_1: 2 / 15.0
nor2b_1: 2 / 12.5
o21ai_0: 2 / 10.0
placed cells by master, fill, tap and decap left out, types with 2 or more instances in the layout:
| master | instances |
|---|---|
| buf_4 | 5 |
| nor2b_1 | 2 |
| dfxtp_1 | 4 |
| dfrtp_1 | 3 |
| clkdlybuf4s50_1 | 9 |
| nand2b_1 | 5 |
| nor2_1 | 3 |
| inv_1 | 6 |
| nand3b_1 | 2 |
| clkbuf_8 | 3 |
| a21oi_1 | 3 |
| nand2_1 | 2 |
| o21ai_0 | 2 |
| a21o_1 | 2 |
| edfxtp_1 | 15 |
| conb_1 | 46 |
| nor3_1 | 3 |
power by group through the flow:
stage	Combinational, mW	Sequential, mW	Clock [mW]
CTS	0.0653	0.527	0.286
global route	0.0735	0.529	0.310
finish	0.0622	0.527	0.279
per-layer routing:
metal	up-vias	GRT usage [%]	part of all wire, %	routed length (um)
li1	351	-	-	-
met3	5	1.85	8.7	199
met1	341	5.08	48	1110
met4	0	0.753	1.7	38
met2	41	5.18	41	950
met5	-	0	0	0
critical path: stages:
cell	delay [ns]
clkdlybuf4s50_1	0.56
nand2b_1	0.11
o32a_1	0.34
a211o_1	0.29
final cells by class:
type / count / area (um2) / area share (%)
multi-input combinational: 88 / 484 / 33.6
clock buffer: 3 / 41.3 / 2.86
sequential: 23 / 632 / 43.8
inverter: 6 / 22.5 / 1.56
clock inverter: 1 / 7.51 / 0.520
tap: 102 / 128 / 8.85
timing repair buffer: 14 / 128 / 8.85
per-stage QoR:
step	hold WS, ns	power (mW)	util [%]	cells
2_1_floorplan	0.284	0.628	-	167
3_3_place_gp	0.285	0.602	18.0	233
3_5_place_dp	0.287	0.602	18.0	233
4_1_cts	0.299	0.879	18.7	237
5_1_grt	0.301	0.913	18.7	237
6_report	0.299	0.868	18.7	237
how the worst max path moves through the flow:
| stage | start | to |
|---|---|---|
| CTS | Escribir | address[0] |
| global route | Escribir | address[0] |
| finish | Escribir | address[0] |
logic make-up (layout without fill, tap and decap cells):
kind of cell	after synthesis	count (layout)
compound gates	19	19
buf+inv	56	24
flops	23	23
other cells	2	46
simple gates	22	22
xor+xnor	1	1
Power figures rest on the tool's default switching activity, not on a simulated workload.
