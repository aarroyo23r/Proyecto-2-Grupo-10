===== design/flow/run.sh =====
#!/bin/bash
# OpenROAD 26Q1-2900-gdf79404cd8, Yosys 0.63+post, stock flow scripts
make -C /OpenROAD-flow-scripts/flow DESIGN_CONFIG=/design/flow/config.mk WORK_HOME=/design/flow/orfs finish

===== design/flow/design.v =====
`timescale 1ns / 1ps
module camb_crono(
    input wire clk,
    input wire enable,
    input wire [7:0] dir_in,
    output wire [7:0] dir_out,
    output wire camb_crono,
    output wire WR,
    output wire RD,
    output wire ready,
    input wire reset
    );
    reg [8:0] clkr=9'b000000000;
    reg [2:0] next, state;
    reg  [7:0] dir_out_reg=0;
    reg RD_reg=0, WR_reg=0, ready_reg=0, camb_crono_reg=0;
    always @(posedge enable)begin
        RD_reg<=0;
        WR_reg<=0;
        ready_reg=0;
        next<=3'b000;
        state=0;
        clkr=0;
        camb_crono_reg=1;
        end 
    always @(posedge clk)
    if(!enable)begin
        camb_crono_reg=0;
        ready_reg=0;
        RD_reg=0;
        WR_reg=0;
    end
    else if (enable)
    begin
        case (state)
            3'b000: begin 
                    if (dir_in==4 || dir_in==1 || dir_in==2 || dir_in==3) dir_out_reg=dir_in;
                    else dir_out_reg=1;
                   next=3'b001; end
            3'b001: begin
                   next=3'b010;
                   RD_reg=1; end
            3'b010: begin
                   if (RD_reg==0)begin
                     next=3'b011;end 
                   end 
            3'b011: begin
                   if (WR_reg==0)begin
                      ready_reg=1;
                      next=3'b100;
                      end 
                   end 
            3'b100: begin
                     ready_reg=1;
                     next=3'b000;
                   end
        endcase
    end
  always @(posedge clk or posedge reset)
        if(reset==1) state=0;
        else state=next;
    always @(posedge clk)begin
    if (enable & !reset)begin
    if (state==2)
    begin
        clkr = clkr+1;
        RD_reg=1;
        if (clkr==9'b100000001)begin
        RD_reg=0;
        WR_reg=1;
        clkr=0;end
    end 
    else if(state==3)
    begin
        clkr = clkr+1;
        WR_reg=1;
        if (clkr==9'b100000000)begin
        WR_reg=0;
        clkr=0;end
    end end
    end
 assign RD=RD_reg;
 assign WR=WR_reg;
 assign ready=ready_reg;
 assign dir_out=dir_out_reg;
 assign camb_crono=camb_crono_reg;
endmodule

===== design/flow/config.mk =====
export PLATFORM = sky130hd
export DESIGN_NAME = camb_crono
export DESIGN_NICKNAME = camb_crono
export VERILOG_FILES = /design/flow/design.v
export SDC_FILE = /design/flow/constraint.sdc
export NUM_CORES = 4
export LEC_CHECK = 1
export CORE_AREA = 10 10 70 70
export DIE_AREA = 0 0 80 80

===== design/flow/constraint.sdc =====
current_design camb_crono

set clk_period 2.1
set clk_io_pct 0.2

create_clock -name clk0 -period $clk_period [get_ports {clk}]
create_clock -name clk1 -period $clk_period [get_ports {enable}]

set non_clock_inputs [all_inputs -no_clocks]
set_input_delay [expr $clk_period * $clk_io_pct] -clock clk0 $non_clock_inputs
set_output_delay [expr $clk_period * $clk_io_pct] -clock clk0 [all_outputs]

==> results.txt <==
Reg clk slew, reported paths: 60 ps
setup TNS: 0 ps
status: finished, final reports clean
yosys cell count: 21
Avg WL per Cell: 8.05 µm
Gate Count Post-Synth: 21
grt ovf: 0
Distinct cells, synth: 10
post-route setup slack: 614 ps
Critical Path Start: dir_out_reg[2]
vias in the first global route: 288
total power: 0.727 mW
Core Rows: 21
vias per cell: 2.54
antenna viol nets, final: 0
CP Capture Type: primary output
antenna violations before repair: 0
worst hold path class: clock port to flop
ys flops: 8
mapped cell area: 330 µm²
Post-DP HPWL: 596 µm
Die Span Y: 80 µm
crit path cell chain: clkdlybuf4s50_1
final hold violations: 0
max reg flops: 8
Core Box Area: 3420 µm²
Syn. warnings: 31
# DRC: 0
CP max FO: 1
crit path kind: flop to primary output
register area: 240 µm²
Vias: 236
CP delay by family, top: buffers and inverters
Buf/Inv on CP: 1
I/O pin total: 23
Routability Congestion: 0.664
Post-CTS Setup Inserts: 0
crit-path max cell delay: 490 ps
pwr dens: 1230 nW/µm²
Die W: 80 µm
# setup viols final: 0
IO Port Bufs: 16
Total GRT Usage: 0.0236
Startpoint Class: flop
total die size: 6400 µm²
Peak VDD IR: 0.390 mV
Top cells excl fill/tap: clkdlybuf4s50_1, conb_1, edfxtp_1
largest net degree at the start of global routing: 5
Top cell excl fill/tap: clkdlybuf4s50_1
pre-placement core utilization: 0.0967
OpenROAD warnings: 27
Finished Core Util: 0.174
cts hold-fix bufs: 0
Syn-to-layout area delta: 79.5%
syn_area_per_cell: 15.7 µm²
logic area: 90.1 µm²
layout cells sized above 1: 0.149
layout filler cell count: 385
Slowest-stage cell, CP: clkdlybuf4s50_1
CP required: 1680 ps
CTS tree: done
Yosys chip area: 330 µm²
Synth Seq Share: 0.727
CTS resizes: 0
DRT iter0 DRCs: 6
Min-Delay Startpoint: enable
pre-CTS setup slack: 559 ps
pins over their slew limit: 0
first-pass GRT wire length: 1050 µm
Max-Cap Viols: 0
unrepaired setup endpoints after global routing: false
Pleak: 0.219 nW
DRT Pass-1 Iters: 3
antenna cells: 0
final wirelength: 749 µm
CP arrival: 1070 ps
==> cell families after synthesis <==
logic type | after synthesis | synth area share
flops | 8 | 0.727
simple gates | 7 | 0.144
buf+inv | 4 | 0.0909
xor+xnor | 1 | 0.0265
other cells | 1 | 0.0114
==> metrics by stage <==
stage / area, µm² / hold WS (ps) / cells
finish: 593 / 136 / 93
floorplan: 360 / 112 / 29
CTS: 593 / 141 / 93
detailed placement: 548 / 112 / 87
global route: 593 / 132 / 93
global placement: 548 / 112 / 87
==> routing by layer <==
metal / vias up / GRT usage / share of wire
met4: 0 / 0.0106 / 0
met1: 94 / 0.0185 / 0.40
met5: - / 0 / 0
met3: 0 / 0.0511 / 0.32
li1: 118 / - / -
met2: 24 / 0.0185 / 0.28
==> power breakdown <==
| group | switching, mW | leakage (nW) | total, mW | internal [mW] |
|---|---|---|---|---|
| Combinational | 0.0220 | 0.114 | 0.162 | 0.140 |
| Clock | 0.118 | 0.0276 | 0.250 | 0.131 |
| Sequential | 0.0192 | 0.0780 | 0.315 | 0.296 |
==> worst paths after layout <==
check	end	slack [ps]	cells past startpoint
max	dir_out[2]	610	1
min	dir_out_reg[0]	140	2
==> layout make-up <==
type / instances / area share
Sequential cell: 8 / 0.405
Timing Repair Buffer: 16 / 0.270
Multi-Input combinational cell: 17 / 0.152
Tap cell: 46 / 0.0970
Clock buffer: 6 / 0.0759
==> synthesized netlist by cell type <==
cell	count	area [µm²]
nor2_1	2	7.51
conb_1	1	3.75
xor2_1	1	8.76
nor4_2	1	12.5
nand3_1	1	5.00
nor4_1	1	6.26
and4b_1	1	10.0
buf_4	4	30.0
edfxtp_1	8	240
and3_1	1	6.26
Power figures rest on the tool's default switching activity, not on a simulated workload.
