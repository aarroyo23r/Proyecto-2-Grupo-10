File: run.sh
#!/bin/bash
# OpenROAD 26Q1-2900-gdf79404cd8, Yosys 0.63+post, stock flow scripts
make -C /OpenROAD-flow-scripts/flow DESIGN_CONFIG=/design/flow/config.mk WORK_HOME=/design/flow/orfs finish
File: config.mk
export PLATFORM = sky130hd
export DESIGN_NAME = Registros
export DESIGN_NICKNAME = Registros
export VERILOG_FILES = /design/flow/design.v
export SDC_FILE = /design/flow/constraint.sdc
export NUM_CORES = 4
export LEC_CHECK = 1
export CORE_UTILIZATION = 30
File: constraint.sdc
current_design Registros

set clk_period 2.8
set clk_io_pct 0.2

create_clock -name clk0 -period $clk_period [get_ports {clk}]

set non_clock_inputs [all_inputs -no_clocks]
set_input_delay [expr $clk_period * $clk_io_pct] -clock clk0 $non_clock_inputs
set_output_delay [expr $clk_period * $clk_io_pct] -clock clk0 [all_outputs]
File: design.v
`timescale 1ns / 1ps
module Registros(
    input wire clk,
    input wire IndicadorMaquina,
    input wire [7:0] contador,
    input wire Write,AoD,
    input wire Read,
    input wire [6:0] contador_todo,
    input wire [7:0] data_vga,
    input wire [7:0]address,
    output wire [7:0] datos0,
    output wire [7:0] datos1,
    output wire [7:0] datos2,
    output wire [7:0] datos3,
    output wire [7:0] datos4,
    output wire [7:0] datos5,
    output wire [7:0] datos6,
    output wire [7:0] datos7,
    output wire [7:0] datos8,
    output wire [7:0] datos9,
    output wire [7:0] datos10
    );
reg [7:0]data_0;reg [7:0]data_1;reg [7:0]data_2;
reg [7:0]data_3;reg [7:0]data_4;reg [7:0]data_5;reg [7:0]data_6;
reg [7:0]data_7;reg [7:0]data_8;reg [7:0]data_9;reg [7:0]data_10;
assign datos0=data_0; assign datos1=data_1;assign datos2=data_2;assign datos3=data_3;assign datos4=data_4;
assign datos5=data_5;assign datos6=data_6;assign datos7=data_7;assign datos8=data_8;assign datos9=data_9;
assign datos10=data_10;
always@(posedge clk)begin
    if(address==8'h22 && !AoD)begin
      data_0<=data_vga;
    end
    else if(address==8'h23 && !AoD)begin
        data_1<=data_vga;
    end
    else if(address==8'h24 && !AoD)begin
            data_2<=data_vga;
        end
    else if(address==8'h25 && !AoD )begin
                data_3<=data_vga;
            end
    else if(address==8'h26 && !AoD)begin
                    data_4<=data_vga;
                end
    else if(address==8'h27 && !AoD)begin
                        data_5<=data_vga;
                    end
    else if(address==8'h28 && !AoD)begin
                            data_6<=data_vga;
                        end
    else if(address==8'h41 &&!AoD)begin
                                data_7<=data_vga;
                            end
    else if(address==8'h42 && !AoD)begin
                                    data_8<=data_vga;
                                end
    else if(address==8'h43 && !AoD)begin
                                        data_9<=data_vga;
                                    end
    else if(address==8'h21 &&  !AoD)begin
                                            data_10<=data_vga;
                                        end
    else begin
          data_0<=data_0;
          data_1<=data_1;
          data_2<=data_2;
          data_3<=data_3;
          data_4<=data_4;
          data_5<=data_5;
          data_6<=data_6;
          data_7<=data_7;
          data_8<=data_8;
          data_9<=data_9;
          data_10<=data_10;
    end
end
endmodule
==> summary.txt <==
Implementation results are summarized by area below.

Yosys
After synthesis, the largest area contributor takes up between 90 and 100% of total cell area. The main area contributors are edfxtp_1, nor3_2, nor3_1. The yosys warning tally is 1. The commonest cells after synthesis are edfxtp_1, nor3_1, nor3_2, nand2b_1, or3b_2. Yosys stat counts 110 cells in the synthesized netlist. After synthesis, flip-flops and latches occupy between 90% and 100% of the total area. The cell area that synthesis handed to floorplanning was 0.002823 mm2.

The gate count of the mapped netlist is roughly 110. The cell taking the most area after synthesis is edfxtp_1. The mean instance size in the synthesized netlist is 25.66 um2. The area figure in the yosys stat output is about 0.0028 mm2. The number of enable flip-flop cells is 88. The predominant post-synthesis flop cell is edfxtp_1. The count of different cell masters after synthesis is 13.

Once synthesis finished, the tally of register bits stood at 88. Yosys instantiated no cell more often than edfxtp_1. Yosys reported that registers with async set or reset make up 0%.

Critical path
The cell type group with the largest total delay on the critical path is simple AND/OR/NAND/NOR gates. The largest driver fanout on the critical path is 8. The critical path required time is approximately 2.8 ns. The sum of buffers and inverters on the critical path is 1. The arrival time at the worst endpoint is 2.14 ns. Per STA, the worst path is made up of clkdlybuf4s50_1 > or4b_1 > nor3_4.

Looking at the critical path, the single cell with the biggest stage delay is or4b_1. The capturing element type of the critical path is a flip-flop. Per STA, the highest per-stage delay on the worst path measures around 0.72 ns. The worst setup path is of the in2reg kind.

The worst setup path is launched from an input pin.

Clock tree
The number of hold-repair buffers added at the cts stage is 0. Per the CTS log, the root buffer master is clkbuf_8. The report lists the number of cells resized after CTS as 0. Counting along the longest clock path gives a buffer depth of 2. TritonCTS built the clock tree. The H-tree generated during clock tree synthesis spans 3 levels.

The CTS buffer count is 9. Per the repair_timing log after CTS, setup buffers inserted total 0. Looking at the worst setup and hold paths, the clock pins of their registers show a slew of 0.09 ns. For this design, the sink count on the clock tree is 88.

Routing
The count of TritonRoute iterations in the first routing pass is 4. The routed via count is 1510. The wire length per cell is 17.51 um. The overall routed net length is 6130 um. The violation count after the first detailed-route iteration is 104. The total antenna diodes in the routed design is 0.

In the routed layout, each cell is associated on average with a via count of about 4.3. The final antenna-violating net count is 0. The number of remaining DRC errors is 0.

STA
The worst slew margin relative to its limit is a little over 60%. In this build the clock could be raised as far as 0.4709 GHz. Setup repair after global routing left no endpoint under its margin.

The final setup violation count is 0. Post-route period utilization is reported as between 70% and 80%. For the pin with the worst max-slew slack, the measured transition is approximately 0.59 ns. The worst hold slack after final layout is 1.098 ns. For the finished layout, the period the worst path requires is roughly 2.1 ns. The setup total negative slack is 0 ns. Per the final timing report, the hold violations number 0. Max-slew check failures listed in the final report amount to 0.

Worst hold path
The number of cells on the worst hold path is 3. In this run the most critical hold path is launched from address[6]. The destination of the worst hold path is data_7[3].

The type of the tightest min-delay check is in2reg.

Floorplanning
The total area inside the core boundary comes to 0.009196 mm2. The chip height is roughly 99 um. Row generation in the floorplan step produced 35 rows. The floorplan-stage core utilization is a little under a third. The overall chip area is between 0.009 and 0.01 mm2.

The number of top-level design ports is between 100 and 150. Per the OpenROAD floorplan log, the width of the die is 99 um.

Placement
The count of input and output buffers is 105. Note, the detailed placer reported a final HPWL of a little over 4000 um. The global placer's final weighted congestion is 0.7751.

GRT
The number of antenna violations at the first check in global routing is 0. The wire length of the first global-routing pass is between 9000 and 10000 um. Entering global routing, the biggest net connects 17 pins. The overall global routing resource usage is 14.09%.

The total congestion overflow after global routing is 0. The via count of the first global-routing pass came to 1618.

Run status
The run finished with clean final reports.

Layout
The area added between synthesis and finish is 51.37%. The count of fill cells added during filler insertion is roughly 800. Cells fill 46.46% of the core in the end. The post-route netlist has 14.64% of its cells at a drive strength greater than 1.

Power
The analysis attributes to cell leakage a power of 0.001385 uW. The power per cell area is about 560 mW/mm2. The maximum ir drop on the vdd rail is 0.0002906 V. The post-route total power is 2384 uW.

Job
The number of max-cap violations is 0. Across all stage logs, warnings added up to 43.
-- per-stage QoR --
| stage | cell area, um2 | setup WS [ns] | instances |
|---|---|---|---|
| 2_1_floorplan | 2823 | 0.6545 | 110 |
| 3_3_place_gp | 4073 | 0.3006 | 334 |
| 3_5_place_dp | 4073 | 0.2952 | 334 |
| 4_1_cts | 4273 | 0.6876 | 350 |
| 5_1_grt | 4273 | 0.6195 | 350 |
| 6_report | 4273 | 0.6763 | 350 |
-- routing by layer --
layer / global-route usage [%] / vias to the layer above / share of wire [%]
li1: - / 695 / -
met2: 17.97 / 90 / 43
met5: 0 / - / 0
met3: 10.17 / 6 / 16
met4: 1.952 / 0 / 0.90
met1: 21.61 / 719 / 41
-- worst max path at each step --
| stage | start | endpoint | cells after the start |
|---|---|---|---|
| after global routing | address[4] | data_7[6] | 3 |
| final | address[4] | data_7[6] | 3 |
| after CTS | address[4] | data_7[6] | 3 |
-- cell type report --
type                            count  area, um2  area share [%]
Sequential cell                    88       2643           61.84
Timing Repair Buffer              115       1126           26.35
Multi-Input combinational cell     20      165.2           3.865
Tap cell                          111      138.9           3.250
Clock buffer                        9      123.9           2.899
Clock inverter                      7      76.32           1.786
-- state kept, by name (all words and copies together), names as in the netlist --
register  cells
data_0        8
data_1        8
data_10       8
data_2        8
data_3        8
data_4        8
data_5        8
data_6        8
data_7        8
data_8        8
data_9        8
-- power by group --
part | internal [uW] | total (uW) | switching, uW
Clock | 420 | 867 | 447
Sequential | 1450 | 1450 | 0.611
Combinational | 29.0 | 67.4 | 38.4
-- cells by family after synthesis --
kind of cell | synth area share, %
DFF | 93.62
buffers and inverters | 0.5318
and+or+nand+nor | 5.851
-- layout by cell type, fill, tap and decap left out, drive strengths merged --
master         count
clkinvlp           2
nand3b             1
clkdlybuf4s50    105
clkinv             1
clkbuf             9
or4                1
inv                3
nor3              11
nand2b             2
or3                1
buf               10
bufinv             1
or4b               1
edfxtp            88
or3b               3
No activity file was given, so power comes from the tool's default toggle rates.
