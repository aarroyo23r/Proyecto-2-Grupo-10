--- ./design.v ---
`timescale 10ns / 1ps 
module SincronizadorVGA(
  input wire clk,reset,
  output wire hsync,vsync,video_on,
  output wire [9:0] pixelx,pixely
  );
localparam HD=10'd640;  
localparam HF=10'd48; 
localparam HB=10'd16; 
localparam HR=10'd96; 
localparam VD=10'd480; 
localparam VF=10'd10; 
localparam VB=10'd33; 
localparam VR=10'd2; 
reg [1:0] mod4_reg=2'b00;  
reg [9:0] hcount_reg=10'h0,hcount_next; 
reg [9:0] vcount_reg=10'h0,vcount_next; 
reg vsync_reg=0,hsync_reg=0;
wire vsync_next,hsync_next;
wire h_end,v_end; 
reg pixel_tick=0;
always @(posedge clk,posedge reset)
if (reset) 
begin
vcount_reg<=0;
hcount_reg<=0;
vsync_reg<=1'b0;
hsync_reg<=1'b0;
end
else 
begin
vcount_reg<=vcount_next;
hcount_reg<=hcount_next;
vsync_reg<=vsync_next;
hsync_reg<=hsync_next;
end
always @(posedge clk)
if (mod4_reg== 2'b11) 
begin
pixel_tick=0;
mod4_reg=2'b00;
end
else 
begin
if (mod4_reg== 2'b10)
begin
pixel_tick=~pixel_tick;  
mod4_reg=mod4_reg+1;
end
else
begin
pixel_tick=0;
mod4_reg=mod4_reg+1;
end
end
assign h_end=(hcount_reg==(HD+HF+HB+HR-1)); 
assign v_end=(vcount_reg==(VD+VF+VB+VR-1)); 
always @*
if (pixel_tick) 
if (h_end)  
hcount_next=0;
else
hcount_next=hcount_reg+1; 
else
hcount_next=hcount_reg; 
always @*
if (pixel_tick & h_end) 
if (v_end)  
vcount_next=0;
else
vcount_next=vcount_reg+1; 
else
vcount_next=vcount_reg;  
assign hsync_next=~(hcount_reg>=(HD+HB) && hcount_reg<=(HD+HB+HR-1));
assign vsync_next=~(vcount_reg>=(VD+VB-23) && vcount_reg<=(VD+VB+VR-1-23));
assign video_on=(hcount_reg<HD) && (vcount_reg<VD); 
assign hsync=hsync_reg;
assign vsync=vsync_reg;
assign pixelx=hcount_reg;
assign pixely=vcount_reg;
endmodule
--- ./run.sh ---
#!/bin/bash
# OpenROAD 26Q1-2900-gdf79404cd8, Yosys 0.63+post, stock flow scripts
make -C /OpenROAD-flow-scripts/flow DESIGN_CONFIG=/design/flow/config.mk WORK_HOME=/design/flow/orfs finish
--- ./config.mk ---
export PLATFORM = sky130hd
export DESIGN_NAME = SincronizadorVGA
export DESIGN_NICKNAME = SincronizadorVGA
export VERILOG_FILES = /design/flow/design.v
export SDC_FILE = /design/flow/constraint.sdc
export NUM_CORES = 4
export LEC_CHECK = 1
export CORE_UTILIZATION = 30
--- ./constraint.sdc ---
current_design SincronizadorVGA

set clk_period 4.1
set clk_io_pct 0.2

create_clock -name clk0 -period $clk_period [get_ports {clk}]

set non_clock_inputs [all_inputs -no_clocks]
set_input_delay [expr $clk_period * $clk_io_pct] -clock clk0 $non_clock_inputs
set_output_delay [expr $clk_period * $clk_io_pct] -clock clk0 [all_outputs]
==> impl_metrics.ini <==
; synthesis and place-and-route metrics
[outcome]
outcome = complete, no violations

[logic_synthesis]
ys.warnings.count = 1
top_cell = dfrtp_1
synth_cell_type_count = 39
async_flop_share_pct = 88.0
synthCells = 122
top_cells_by_count = dfrtp_1, nor2_1, inv_1, xnor2_1
edf_count = 0
top_cells_by_area = dfrtp_1, ha_1, xnor2_1, dfxtp_1, nor2_1
ys_cells = 122
syn_area_sq_um = 1280
yosysTopAreaCell = dfrtp_1
ys_chip_area_sq_um = 1280
synth_area_per_cell_sq_um = 10.5
top_area_share_pct = 43.1
ff_type = dfrtp_1
ys.flops = 25
postSynthSeqShare_pct = 47.8

[clocking]
cts-root-buf = clkbuf_8
ctsHoldBuffers = 0
htree_levels = 1
cts.path.max_buffers = 2
cts_setup_buffers = 0
cts_resized = 0
clkSinkCount = 25
clk_latency_ns = 0.27
numCtsBuffers = 3
path_clk_slew_ns = 0.09
tritoncts = built

[global_routing]
grt_max_degree = 23
grt_pass1_wl_microns = 4150
grt-ovfl-total = 0
grt_pass1_vias = 896
antenna_found_initial = 0
grt_util_all_layers_pct = 12.3

[place]
placedCellCount = 194
place_ws_ns = 1.83
portBuffers = 24
place.gp.congestion = 0.872
placed_area_sq_um = 1570
dpl.hpwl_microns = 1770

[drt]
wl_per_cell_microns = 12.6
vias_per_cell = 5.01
num_vias = 991
ant_nets = 0
drc = 0
drt-total-wl_microns = 2490
antennaDiodeCount = 0
drtPass1Iterations = 4
drt_iter0_drc = 80

[final_timing]
setup_viol = 0
grt_setup_unrepaired = false
min_period_ns = 2.58
clock.fmax_ghz = 0.388
setup_ws_ns = 1.52
min_period_over_period_pct = 62.9
finClkSkew_ns = 0.00914
finalSetupTns_ns = 0
worst_pin_slew_ns = 0.502
hold_viol = 0
whs_ns = 0.459
relSlewSlack_pct = 66.4
final-max-slew-violation-count = 0

[setup_path]
cp_data_required_time_ns = 3.28
cp_cell_sequence = and3_1 -> and2_1 -> nor3_1 -> clkdlybuf4s50_1
cpPeakStageDelay_ns = 0.48
critPathMaxFanout = 4
slowest_stage = clkdlybuf4s50_1
endpoint_kind = output port
cp.arrival_ns = 1.76
startpoint_type = flip-flop
crit_type = flip-flop to output port

[finish]
fin_cells = 198
fin_area_sq_um = 1610
postLayoutCoreUtil_pct = 40.1
area_delta_synth_final_pct = 26.5
fillers = 400
drive_above_1_share_pct = 6.76

[run]
tool_warnings = 30
cap_violations = 0

[power_and_ir_drop]
peakVddDrop_mv = 0.229
p_leak_nw = 0.726
p_total_mw = 0.399
p_per_area_nw_per_um2 = 247

[die]
die.size.y_microns = 67.2
std_cell_rows = 23
core_area_sq_um = 4030
fp_util_pct = 31.7
io_pins = 25
die_x_microns = 67.2
die_area_sq_um = 4520

[min_path]
hold_class = flip-flop to flip-flop
-- critical path: cells and delay by family, from the launching register on --
family | cells | cell delay, ns
AND/OR/NAND/NOR | 3 | 0.57
buffers and inverters | 1 | 0.48
flip-flops | 1 | 0.43
-- final timing paths --
| kind | from | end | slack (ns) | cells past startpoint |
|---|---|---|---|---|
| setup / recovery | vcount_reg[7] | video_on | 1.52 | 4 |
| setup reg to reg | hcount_reg[0] | vcount_reg[4] | 2.00 | 5 |
| hold reg to reg | mod4_reg[0] | mod4_reg[0] | 0.46 | 1 |
| max in group asynchronous | reset | hcount_reg[6] | 2.98 | 3 |
| min in group asynchronous | reset | hsync_reg | 0.89 | 3 |
| hold / removal | mod4_reg[0] | mod4_reg[0] | 0.46 | 1 |
-- cells by family (layout without fill, tap and decap cells) --
group,Yosys count,after routing,share of synthesized area [%]
buf+inv,11,37,3.82
simple gates,52,52,24.8
flops,25,25,47.8
xor+xnor,11,11,7.55
mux,2,2,1.67
compound gates,14,14,7.45
fa+ha+maj,7,7,6.86
-- final cells by class --
cell class	instances	area, sq um	area share [%]
clock buffers	3	41.3	2.56
clock inverters	1	5.00	0.310
repair buffers	25	248	15.3
well taps	50	62.6	3.88
multi-input cells	86	617	38.2
flip-flops and latches	25	611	37.8
inverters	8	30.0	1.86
-- cells in the final DEF, fill, tap and decap left out, types with 2 or more instances in the layout --
master	n
nor2_1	12
nand3_1	6
o21ai_1	2
dfrtp_1	22
a21oi_1	3
and2_1	2
nand2_1	6
xor2_1	3
dfxtp_1	3
xnor2_1	8
nand4_1	7
ha_1	7
inv_1	8
nor3_1	5
clkdlybuf4s50_1	24
clkbuf_8	3
and3_1	3
-- routing by layer --
layer  GRT usage [%]  part of all wire (%)  vias to the layer above
met1            17.4                    46                      472
met3            2.40                   6.0                        2
met5               0                     0                        -
met2            20.8                    48                       27
met4           0.532                  0.52                        0
li1                -                     -                      490
-- power breakdown --
part / switching [mW] / internal (mW) / total [mW] / leakage [nW]
logic: 0.00438 / 0.00153 / 0.00591 / 0.379
clock network: 0.0789 / 0.0679 / 0.147 / 0.0255
registers: 0 / 0.246 / 0.246 / 0.321
total: 0.0832 / 0.315 / 0.399 / 0.726
Power is estimated from default activity; no workload was simulated.
